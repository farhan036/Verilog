--- ./run.sh ---
#!/bin/bash
# OpenROAD 26Q1-2900-gdf79404cd8, Yosys 0.63+post, stock flow scripts
make -C /OpenROAD-flow-scripts/flow DESIGN_CONFIG=/design/flow/config.mk WORK_HOME=/design/flow/orfs finish
--- ./config.mk ---
export PLATFORM = sky130hd
export DESIGN_NAME = bram_single_port_ram
export DESIGN_NICKNAME = bram_single_port_ram
export VERILOG_FILES = /design/flow/design.v
export SDC_FILE = /design/flow/constraint.sdc
export NUM_CORES = 4
export LEC_CHECK = 1
export CORE_UTILIZATION = 50
export SYNTH_MEMORY_MAX_BITS = 65536
--- ./constraint.sdc ---
current_design bram_single_port_ram

set clk_period 55.2
set clk_io_pct 0.2

create_clock -name clk0 -period $clk_period [get_ports {clk}]

set non_clock_inputs [all_inputs -no_clocks]
set_input_delay [expr $clk_period * $clk_io_pct] -clock clk0 $non_clock_inputs
set_output_delay [expr $clk_period * $clk_io_pct] -clock clk0 [all_outputs]
--- ./design.v ---
module bram_single_port_ram #(
    parameter ADDR_WIDTH=10,DATA_WIDTH=8
) (
    input we_a,clk,
    input [ADDR_WIDTH-1:0] addr_a,
    input [DATA_WIDTH-1:0] din_a,
    output reg [DATA_WIDTH-1:0] dout_a
);
    reg [DATA_WIDTH-1:0] memory [0:2**ADDR_WIDTH-1];
always @(posedge clk) begin
    if(we_a)
    memory[addr_a]<=din_a;
     dout_a<=memory[addr_a];
end
endmodule
==> results.py <==
# Generated from Yosys and OpenROAD reports
metrics = {
    "global_routing": {
        "grt_antenna_before_repair": 69,
        "grt_max_degree": 133,
        "grt_pass1_vias": 170162,
        "gr-total-overflow": 0,
        "grt_pass1_wl_mm": 1270,
        "grt_use_total_pct": 31.9,
    },
    "die": {
        "chip_area_um2": 636000,
        "core_um2": 629000,
        "boundaryPins": 28,
        "fp-row-count": 291,
        "fp.dieW_um": 797,
        "initCoreUtil_pct": 50.3,
        "die_y_um": 797,
    },
    "timing": {
        "final_max_slew_viol_count": 2,
        "hold_ws_ns": 1.07,
        "clock_skew_ns": 0.0788,
        "slew_headroom_pct": -9.09,
        "worst_pin_slew_ns": 1.62,
        "max_freq_mhz": 57.3,
        "setup_viol": 0,
        "rsz0062_at_grt": "false",
        "post-route-min-period_ns": 17.46,
        "hold_viol": 0,
        "setup_tns_ns": 0,
        "period_used_pct": 31.6,
    },
    "setup_path": {
        "crit_path_start_kind": "input port",
        "reg2regPathDepth": 8,
        "crit_type": "in -> reg",
        "worstPathArrival_ns": 18.45,
        "required_ns": 56.19,
        "cp_max_fo": 66,
        "endpoint_kind": "register",
    },
    "layout": {
        "drive_above_1_share_pct": 15.2,
        "fillCellCount": 46458,
        "syn2layout_area_growth_pct": 12.0,
    },
    "status": {
        "status": "finished, violations left",
        "violations": "max-capacitance violations, max-slew violations",
    },
    "power_and_ir_drop": {
        "peakVddDrop_v": 0.0000326,
        "leakage_nw": 116,
        "pwr_density_cell_nw_per_um2": 35.8,
    },
    "synthesis": {
        "synth.distinct_cells": 59,
        "syn_area_um2": 316000,
        "numSynthFlops": 8200,
        "synth_warnings": 1,
        "yosys_most_used_dff": "edfxtp_1",
        "avgSynthCellArea_um2": 19.0,
        "async_reset_ff_share_pct": 0,
        "synthCells": 16664,
        "ys_cells": 16664,
        "synth-area-yosys_um2": 316000,
        "synth_seq_share_pct": 77.8,
        "edf_count": 8192,
    },
    "cts": {
        "numCtsBuffers": 812,
        "cts_resized": 0,
        "clk_pin_slew_worst_paths_ns": 0.06,
        "clockBufferDepth": 4,
        "htreeDepth": 6,
        "numClockSinks": 8200,
        "cts_tree": "done",
        "hold_buffers": 0,
        "cts-root-buf": "clkbuf_16",
        "clock_latency_ns": 1.16,
        "post-cts-setup-buffers": 0,
    },
    "run": {
        "cap_violations": 2,
        "openroad.warnings": 51,
    },
    "placed_design": {
        "dp_hpwl_mm": 558,
        "io_buffers": 27,
        "routabilityCongestion": 0.923,
    },
    "drt": {
        "dr.first_iter.drc_count": 11636,
        "dr_total_vias": 161097,
        "avgViaCountPerCell": 6.12,
        "wl_per_cell_um": 34.2,
        "dr.pass1.iters": 5,
        "drcViolationCount": 0,
        "wirelength_mm": 900,
        "drtAntennaViolNets": 0,
    },
    "min_path": {
        "hp-class": "reg -> reg",
        "holdPathStages": 6,
    },
}
[kinds of logic (layout without fill, tap and decap cells)]
group,Yosys count,after routing,share of synthesized area [%]
other cells,0,90,0
flops,8200,8200,77.8
mux,3447,3447,13.9
compound gates,1817,1817,3.79
buf+inv,1083,2311,1.62
simple gates,2117,2117,2.87
[registers in the layout (all words and copies together), names as in the netlist]
register / count
dout_a: 8
memory: 8192
[layout by cell type (no fill, tap or decap), types with 14 or more instances in the layout]
cell type | netlist | layout
bufinv_16 | 0 | 37
edfxtp_1 | 8192 | 8192
or4_1 | 30 | 29
a31oi_1 | 34 | 20
clkinv_2 | 0 | 121
nor2_1 | 1384 | 1376
nor4_1 | 195 | 174
a31oi_2 | 0 | 14
o21ai_0 | 127 | 126
diode_2 | 0 | 90
o22ai_1 | 1098 | 1098
o2111ai_1 | 106 | 106
clkinv_1 | 0 | 247
o31ai_1 | 19 | 19
clkbuf_1 | 459 | 207
a22oi_1 | 145 | 145
o211ai_1 | 67 | 67
clkbuf_16 | 0 | 818
a211oi_1 | 51 | 51
clkinv_16 | 0 | 15
nand3_1 | 23 | 23
nor3_1 | 174 | 165
nand2_4 | 0 | 33
nand4_1 | 15 | 15
nand2_1 | 231 | 198
mux2i_1 | 2684 | 2684
nand2b_1 | 15 | 14
mux2_2 | 15 | 15
buf_4 | 124 | 748
buf_8 | 0 | 14
a21oi_1 | 75 | 74
buf_12 | 0 | 19
nor4_2 | 0 | 15
inv_6 | 0 | 19
a22o_1 | 28 | 28
mux4_2 | 748 | 748
[synth_stat cells (13+ instances only)]
cell type / number / area share, %
mux2_2: 15 / 0.053
buf_4: 124 / 0.29
edfxtp_1: 8192 / 78
nor2_1: 1384 / 1.6
nor4_1: 195 / 0.39
a22o_1: 28 / 0.078
nor3_1: 174 / 0.28
a211oi_1: 51 / 0.12
o31ai_1: 19 / 0.045
o211ai_1: 67 / 0.16
nand2b_1: 15 / 0.030
a211o_1: 13 / 0.036
a22oi_1: 145 / 0.34
a2111oi_0: 13 / 0.036
or4_1: 30 / 0.071
nand3_1: 23 / 0.036
a21oi_1: 75 / 0.12
nand2_1: 231 / 0.27
o21ai_0: 127 / 0.20
buf_2: 444 / 0.70
buf_1: 49 / 0.058
o2111ai_1: 106 / 0.29
nand4_1: 15 / 0.030
o22ai_1: 1098 / 2.2
mux4_2: 748 / 5.3
mux2i_1: 2684 / 8.5
clkbuf_1: 459 / 0.54
a31oi_1: 34 / 0.067
[metal layers]
layer	vias to the layer above	part of all wire [%]	track usage [%]
li1	69029	-	-
met1	81262	32	41.8
met2	9162	45	43.4
met3	1554	19	25.7
met4	90	3.8	9.52
met5	-	0.12	0.794
[stage by stage]
stage	power (mW)	util, %	setup WS, ns	cells	area [µm²]
finish	12.7	56.3	37.74	26332	354000
global route	13.0	56.3	37.46	26252	354000
CTS	12.7	56.2	37.86	26241	354000
detailed placement	7.57	52.3	36.59	24741	329000
global placement	7.56	52.2	36.32	24728	329000
floorplan	7.27	-	41.28	16664	316000
[critical path, cell delays in order]
cell and delay (ns):
buf_16 0.21, buf_4 0.48, buf_4 0.67, buf_4 0.54, buf_4 0.58, buf_4 0.63, buf_4 0.66, buf_4 0.62
buf_12 0.45, mux2i_1 0.26, o22ai_1 0.15, a211oi_1 0.33, o211ai_1 0.20, a21oi_1 0.34, nor3_1 0.18, buf_4 0.21
a31oi_1 0.28, buf_4 0.18, nand4_1 0.08
[report_power, final]
part / switching (mW) / internal (mW) / leakage (nW) / total, mW
Combinational: 0.407 / 0.173 / 30.2 / 0.580
Clock: 2.34 / 2.90 / 12.2 / 5.24
Sequential: 0.00634 / 6.85 / 73.7 / 6.86
[worst paths after layout]
kind	from	end	slack, ns
worst max-delay path	addr_a[1]	dout_a[1]$_DFF_P_	37.74
worst max register to register	memory[354][5]$_DFFE_PP_	dout_a[5]$_DFF_P_	51.22
worst min-delay path	memory[789][7]$_DFFE_PP_	dout_a[7]$_DFF_P_	1.07
worst min register to register	memory[789][7]$_DFFE_PP_	dout_a[7]$_DFF_P_	1.07
[final cells by class]
class | count | area (µm²) | area share [%]
diodes | 90 | 225 | 0.0636
inverters | 3 | 21.3 | 0.00601
well taps | 8350 | 10400 | 2.95
clock buffers | 1025 | 21200 | 6.00
clock inverters | 475 | 3790 | 1.07
multi-input cells | 7381 | 65700 | 18.6
repair buffers | 808 | 6510 | 1.84
flip-flops and latches | 8200 | 246000 | 69.5
Power is estimated from default activity; no workload was simulated.
